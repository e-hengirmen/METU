==> flow/config.mk <==
export PLATFORM = sky130hd
export DESIGN_NAME = EncodedMemory
export DESIGN_NICKNAME = EncodedMemory
export VERILOG_FILES = /design/flow/design.v
export SDC_FILE = /design/flow/constraint.sdc
export NUM_CORES = 4
export LEC_CHECK = 1
export CORE_UTILIZATION = 50
==> flow/design.v <==
`timescale 1ns / 1ps
module ROM (
input [2:0] addr, 
output reg [7:0] dataOut);
	always @*
	begin
		case(addr)
		0:dataOut=8'b00000000;
		1:dataOut=8'b01010101;
		2:dataOut=8'b10101010;
		3:dataOut=8'b00110011;
		4:dataOut=8'b11001100;
		5:dataOut=8'b00001111;
		6:dataOut=8'b11110000;
		7:dataOut=8'b11111111;
		endcase
	end
endmodule
module XOR_RAM (
input mode, 
input [2:0] addr, 
input [7:0] dataIn, 
input [7:0] mask, 
input CLK, 
output reg [7:0] dataOut);
	reg [7:0]ram[0:7];
	initial begin
		ram[0]=0;
		ram[1]=0;
		ram[2]=0;
		ram[3]=0;
		ram[4]=0;
		ram[5]=0;
		ram[6]=0;
		ram[7]=0;
		dataOut=0;
	end
	always @*
	if(mode)dataOut<=ram[addr];
	always @(posedge CLK)
	if(mode==0)ram[addr]<=dataIn^mask;
endmodule
module EncodedMemory (
input mode, 
input [2:0] index, 
input [7:0] number, 
input CLK, 
output [7:0] result);
	wire [7:0] mask;
	ROM R(index, mask);
	XOR_RAM XR(mode, index, number, mask, CLK, result);
endmodule
==> flow/constraint.sdc <==
current_design EncodedMemory

set clk_period 2.5
set clk_io_pct 0.2

create_clock -name clk0 -period $clk_period [get_ports {CLK}]

set non_clock_inputs [all_inputs -no_clocks]
set_input_delay [expr $clk_period * $clk_io_pct] -clock clk0 $non_clock_inputs
set_output_delay [expr $clk_period * $clk_io_pct] -clock clk0 [all_outputs]
==> flow/run.sh <==
#!/bin/bash
# OpenROAD 26Q1-2900-gdf79404cd8, Yosys 0.63+post, stock flow scripts
make -C /OpenROAD-flow-scripts/flow DESIGN_CONFIG=/design/flow/config.mk WORK_HOME=/design/flow/orfs finish
==> reports/notes.md <==
Global routing
- number of global-route vias before repair: 1541
- global routing usage summed across all routing layers: 21.0%
- first-pass GRT wire length: 8.01 mm
- Overflow after GRT: 0
- antenna violations before repair: 0
- pin count of the biggest net entering global routing: 30

Timing
- worst slew slack as a fraction of its limit: 58.6%
- number of unconstrained endpoints: 16
- setup repair after global routing missed its margin: false
- final tally of hold violations: 0
- crit share post-route: 77.4%
- Total Negative Setup Slacks: 0 ns
- actual slew at the worst max-slew pin: 0.619 ns
- final critical-path required period: 1.93 ns
- highest clock rate: 517 MHz
- setup violators final: 0
- max-slew violation total from the final report: 0
- count of unclocked register or latch pins: 8
- Hold WS: 0.983 ns

Logic synthesis
- chip area estimate from yosys synthesis: 2800 µm²
- post-synthesis area per instance: 20.9 µm²
- number of cells in Yosys stat: 134
- Mapped Area: 2800 µm²
- tally of yosys warning messages: 2
- Synth flops: 72
- Post-synth area hogs: sky130_fd_sc_hd__edfxtp_1, sky130_fd_sc_hd__mux4_1, sky130_fd_sc_hd__dlxtp_1
- dominant cell type by area after synthesis: sky130_fd_sc_hd__edfxtp_1
- Top cell area share: 68.8%
- count of unique library cells instantiated by Yosys: 21
- number of standard cells after synthesis: 134

Worst setup path
- Worst path max stage delay: 0.45 ns
- dominant delay contributor by cell family on the critical path: buffers and inverters
- category of the most critical setup path: in -> reg
- Required @ worst endpoint: 2.57 ns
- crit start category: input port
- launch point of the worst path: index[2]
- arrival time at the worst endpoint: 2.00 ns
- WP buf/inv: 2
- worst path cell trace: clkdlybuf4s50_1 > buf_12 > maj3_1 > xor2_1
- master of the slowest instance on the critical path: sky130_fd_sc_hd__clkdlybuf4s50_1
- maximum fanout along the worst path: 29
- Setup crit end kind: flip-flop

Route
- number of remaining DRC errors: 0
- Avg Vias per Cell: 5.57
- detailed-route via count: 1432
- Wirelength per Cell: 19.7 µm
- iteration tally of the first detailed-router pass: 4
- antenna viol nets, final: 0
- Total Routed Length: 5.06 mm
- DR iter-0 viols: 77
- Inserted Diodes: 0

Placed design
- port buffer count: 20
- final RePlAce weighted congestion: 0.820
- dpl hpwl: 3.38 mm

Floorplan
- FP Util: 53.4%
- Die H: 76.8 µm
- num rows: 26
- I/O pin count: 21
- Die Footprint: 5890 µm²
- area of the core region: 5240 µm²
- DIE WIDTH: 76.8 µm

CTS
- Resized cells post-CTS: 0
- clock-pin transition on the worst setup and hold timing paths: 0.07 ns
- total number of H-tree levels: 3
- CTS tree: yes
- number of buffers inserted by hold repair at cts: 0
- cell chosen for the clock root: sky130_fd_sc_hd__clkbuf_8
- clock buffer count from CTS: 9
- Max Root-Sink Buffers: 2
- number of buffers added for setup after CTS: 0

Flow run
- MaxCap Viol Count: 0
- Tool Warnings: 25

Layout
- highest-count cells in the layout ignoring fill and taps: sky130_fd_sc_hd__edfxtp_1, sky130_fd_sc_hd__buf_4, sky130_fd_sc_hd__clkdlybuf4s50_1
- Commonest Layout Cell: sky130_fd_sc_hd__edfxtp_1
- synthesis-to-finish area growth: 23.5%
- share of final-layout standard cells stronger than drive strength 1: 25.7%

Hold path
- class of the worst hold path: in -> reg
- beginning of the worst hold path: number[0]

Run status
- run status: completed

Power
- Power Dens Cells: 727 nW/µm²
- maximum vdd drop: 379 µV
- Leak Pwr: 1.24 nW

==> report_power, final <==
group          internal (mW)  switching (mW)  leakage, nW  total [mW]
clock network          0.659           0.371        0.118        1.03
logic                  0.104           0.102        0.481       0.206
registers               1.26         0.00896        0.645        1.27
total                   2.03           0.482         1.24        2.51
==> cells by family after synthesis <==
kind of cell,after synthesis,synth area share (%)
flip-flops,64,68.8
multiplexers,24,18.1
AND/OR/NAND/NOR,15,2.37
XOR/XNOR,10,3.13
buffers and inverters,9,2.42
latches,8,4.30
AND-OR/OR-AND,3,0.537
adder cells (fa/ha/maj),1,0.358
==> layer usage <==
layer,global-route usage (%),part of all wire (%),vias up
met5,0,0,-
met4,4.81,3.1,0
met3,13.2,14,15
met2,29.3,45,80
met1,31.7,38,696
li1,-,-,641
==> per-stage QoR <==
| stage | setup slack [ns] | util [%] | total power [mW] | std cells | instance area (µm²) |
|---|---|---|---|---|---|
| floorplan | 0.385 | - | 1.41 | 134 | 2800 |
| global placement | 0.214 | 61.4 | 1.50 | 241 | 3220 |
| detailed placement | 0.185 | 61.4 | 1.50 | 241 | 3220 |
| CTS | 0.534 | 65.9 | 2.53 | 257 | 3450 |
| global route | 0.456 | 65.9 | 2.60 | 257 | 3450 |
| finish | 0.566 | 65.9 | 2.51 | 257 | 3450 |
==> state kept, by name (all words and copies together) (netlist names) <==
signal      flops
XR.dataOut      8
XR.ram         64
==> area by class of cell <==
cell class                 count  area [µm²]
tap                           70        87.6
clock buffer                  10         128
clock inverter                 6         108
timing repair buffer          44         393
multi-input combinational     53         686
inverter                       2        7.51
sequential                    72        2040
fill                         362        1790
==> final timing paths <==
kind,slack [ns],cells past startpoint,to
worst min-delay path,0.98,2,XR.ram[4][0]
worst max-delay path,0.57,4,XR.ram[6][7]
==> synthesized netlist by cell type, drive strengths merged <==
master	instances
dlxtp	8
maj3	1
nor2	4
nor3	4
xor2	8
a21oi	1
buf	5
nor4	1
nand2b	1
mux2	8
mux4	16
inv	2
clkbuf	2
nand2	5
o21ai	2
edfxtp	64
xnor2	2
Power figures rest on the tool's default switching activity, not on a simulated workload.
