$ cat /design/flow/run.sh
#!/bin/bash
# OpenROAD 26Q1-2900-gdf79404cd8, Yosys 0.63+post, stock flow scripts
make -C /OpenROAD-flow-scripts/flow DESIGN_CONFIG=/design/flow/config.mk WORK_HOME=/design/flow/orfs finish
$ cat /design/flow/config.mk
export PLATFORM = sky130hd
export DESIGN_NAME = IntersectionSimulator
export DESIGN_NICKNAME = IntersectionSimulator
export VERILOG_FILES = /design/flow/design.v
export SDC_FILE = /design/flow/constraint.sdc
export NUM_CORES = 4
export LEC_CHECK = 1
export CORE_UTILIZATION = 30
$ cat /design/flow/constraint.sdc
current_design IntersectionSimulator

set clk_period 4.7
set clk_io_pct 0.2

create_clock -name clk0 -period $clk_period [get_ports {action}]
create_clock -name clk1 -period $clk_period [get_ports {clk}]

set non_clock_inputs [all_inputs -no_clocks]
set_input_delay [expr $clk_period * $clk_io_pct] -clock clk0 $non_clock_inputs
set_output_delay [expr $clk_period * $clk_io_pct] -clock clk0 [all_outputs]
$ cat /design/flow/design.v
`timescale 1ns / 1ps
module IntersectionSimulator(
	input [2:0] mode,  
	input [4:0] plateIn,
	input action,
	input clk,
	output reg  greenForA,					 
	output reg  greenForB,					 
	output reg 	rushHourWarning,			 
	output reg [3:0]  hour,					 
	output reg [5:0]  minute,				 
	output reg [5:0]  second,				 
	output reg	am_pm,  
	output reg [4:0]  numOfCarsA,			
	output reg [4:0]  numOfCarsB,			
	output reg [6:0]  remainingTime,		 
	output reg [4:0]  blackListDisplay	
	);
	reg [5:0] minimum_A;
	reg [5:0] minimum_B;
	reg [6:0] maximum_A;
	reg [6:0] maximum_B;
	reg [6:0] current_A;
	reg [6:0] current_B;
	reg NEXT_RED_A_B;
	reg [4:0]ram_A[0:29];
	reg [4:0]front_A;
	reg [4:0]back_A;
	reg [4:0]OUT_A;
	reg [4:0]ram_B[0:29];
	reg [4:0]front_B;
	reg [4:0]back_B;
	reg [4:0]OUT_B;
	reg [4:0]Blacklist_ram[0:29];
	reg [4:0]Blacklist_index;
	reg [4:0]Blacklist_count;
	reg [5:0]i;
	initial begin
		greenForA=1;
		greenForB=0;
		rushHourWarning=0;
		hour=6;
		minute=0;
		second=0;
		am_pm=0;
		numOfCarsA=0;
		numOfCarsB=0;
		remainingTime=50;
		blackListDisplay=0;
		NEXT_RED_A_B=0;
		minimum_A=40;
		minimum_B=50;
		maximum_A=70;
		maximum_B=80;
		current_A=40;
		current_B=50;
		for(i=0;i<30;i=i+1)begin
		ram_A[i]=0;
		ram_B[i]=0;
		Blacklist_ram[i]=0;
		end
		front_A=0;
		back_A=0;
		OUT_A=0;
		front_B=0;
		back_B=0;
		OUT_B=0;
		Blacklist_index=0;
		Blacklist_count=0;
	end
	always@(posedge clk)begin				 
		case(mode)
		0,1,2,3,3'b0xx:begin
				if(second==59 && minute==59 && hour==11 && am_pm==1)begin
					for(i=0;i<30;i=i+1)Blacklist_ram[i]<=0;
					Blacklist_index<=0;
					Blacklist_count<=0;
					blackListDisplay<=0;
				end
				if(second==59)begin
					second<=0;
					if(minute==59)begin
						minute<=0;
						if(hour==11)begin
							hour<=12;
							am_pm<=!am_pm;
						end
						else if(hour==12)hour<=1;
						else hour<=hour+1;
					end
					else minute<=minute+1;
				end
				else second<=second+1;
			end
		endcase
	end
	always@(hour)
	if((!am_pm&&(hour==7||hour==8))||(am_pm&&(hour==5||hour==6)))
	begin
		minimum_A=30;
		minimum_B=40;
		maximum_A=60;
		maximum_B=70;
		rushHourWarning=1;
	end
	else 
	begin
		minimum_A=40;
		minimum_B=50;
		maximum_A=70;
		maximum_B=80;
		rushHourWarning=0;
	end
	always@(posedge clk)begin								
		case(mode)
		0,1,2,3,3'b0xx:begin
				if(remainingTime>1)remainingTime<=remainingTime-1;				 
				else if(remainingTime==1)begin	
					remainingTime<=0;
					greenForA<=0;
					greenForB<=0;
				end
				else begin			 
					if(NEXT_RED_A_B==0)				 
					begin
						greenForB=1;
						NEXT_RED_A_B=1;
						if(numOfCarsB<=10)current_B=current_B+5;
						else if(numOfCarsB<=19)current_B=current_B;
						else current_B=current_B-5;
						if(current_B<minimum_B)current_B=minimum_B;
						if(current_B>maximum_B)current_B=maximum_B;
						remainingTime=current_A;
					end
					else								 
					begin
						greenForA<=1;
						NEXT_RED_A_B<=0;
						if(numOfCarsA<=10)current_A=current_A+5;
						else if(numOfCarsA<=19)current_A=current_A;
						else current_A=current_A-5;
						if(current_A<minimum_A)current_A=minimum_A;
						if(current_A>maximum_A)current_A=maximum_A;
						remainingTime<=current_B;
					end
				end
			end
		endcase
	end
	always@(posedge action)
	begin
		case(mode)
			0:begin				 
			if(numOfCarsA)begin
				if(!greenForA)begin
					Blacklist_ram[Blacklist_count]=ram_A[front_A];
					Blacklist_count=Blacklist_count+1;
				end
				ram_A[front_A]=0;
				numOfCarsA=numOfCarsA-1;
				front_A=front_A+1;
				if(front_A==30)front_A=0;
			end
			end
			1:begin				 
			if(numOfCarsB)begin
				if(!greenForB)begin
					Blacklist_ram[Blacklist_count]=ram_B[front_B];
					Blacklist_count=Blacklist_count+1;
				end
				ram_B[front_B]=0;
				numOfCarsB=numOfCarsB-1;
				front_B=front_B+1;
				if(front_B==30)front_B=0;
			end
			end
			2:begin				 
			ram_A[back_A]=plateIn;
			back_A=back_A+1;
			numOfCarsA=numOfCarsA+1;
			if(back_A==30)back_A=0;
			end
			3:begin				 
			ram_B[back_B]=plateIn;
			back_B=back_B+1;
			numOfCarsB=numOfCarsB+1;
			if(back_B==30)back_B=0;
			end
		endcase
	end
	always @(posedge clk)
	begin
		case(mode)
		3'b1xx,4,5,6,7:begin
				blackListDisplay=Blacklist_ram[Blacklist_index];
				Blacklist_index=Blacklist_index+1;
				if(Blacklist_index==Blacklist_count)Blacklist_index=0;
			end
		endcase
	end
endmodule
==> summary.txt <==
Implementation progress

The netlist area before placement stands at 3980 sq um. The switching power share of the total stands at 22.5%. Combinational logic is responsible for 16.9% of the overall power. By area, the combinational part of the netlist is dominated by AND-OR/OR-AND gates. The stat command in Yosys gives a chip area of 3980 sq um. The final setup violation count stands at 0. The capture point of the worst register-to-register path is recorded as current_A[4]$_DFFE_PP_. The gate count of the mapped netlist stands at 394. The highest supply drop recorded on VDD is 0.168 mV. The wire length of the first global-routing pass stands at 13500 um.

The portion of total power attributed to sequential cells stands at 43.0%. Setup repair after global routing left no endpoint under its margin. The largest fanout on the critical path stands at 6. The height of the die stands at 117 um.

Before placement the cells fill 31.1% of the core. The script computed a power per unit cell area of 266 nW/um^2. The fraction of synthesized cell area taken by the top area cell type stands at 38.5%.

Overall routing resource usage recorded by global route was 12.6%. Dividing the detail-routed via count by the number of cells gives 4.98. The region available for standard cell placement spans 12800 sq um.

The reg-to-reg setup timing slack stands at 0.29 ns. The most numerous cell type found on the critical path is sky130_fd_sc_hd__a21o_1. Of the total synthesized cell area, the portion taken by full adders, half adders and majority gates is 10.8%. After clock tree synthesis, the clock-pin slew on the worst setup and hold paths is 0.06 ns.

The fraction of registers with async set or reset after synthesis stands at 0%. For the worst setup path, the data required time is 4.73 ns. Looking at area per cell type in the netlist, the leader is sky130_fd_sc_hd__edfxtp_1. STA on the placed design reports a worst setup slack of 0.128 ns. The worst register-to-register path has a depth of 19. In this run the core area contains 41 standard-cell rows. The average instance in the mapped netlist occupies 10.1 sq um. The synthesis report lists the most area-consuming cells as sky130_fd_sc_hd__edfxtp_1 (39%), sky130_fd_sc_hd__ha_1 (9.8%), sky130_fd_sc_hd__mux2i_1 (4.0%). The final timing report lists a hold violation count of 0.

The ratio of cells with drive above 1 in the final layout stands at 11.8%. Pin placement for this block handled 52 I/O pins. The routed layout reports a DRC error count of 0. The share of total power in the clock network stands at 40.1%. The worst setup path is captured at a flop. The setup clock skew after layout stands at 0.00378 ns. Per the synthesis report, the AND-OR/OR-AND share of the synthesized area is 19.5%. The switching power of the nets stands at 0.293 mW. In the synthesized netlist the dominant register cell turns out to be sky130_fd_sc_hd__edfxtp_1. Once detail routing completed, the nets flagged for antenna violations numbered 0. The design internal power stands at 1.01 mW. The relative slew slack stands at 51.9%. The die span in x stands at 117 um. The run finished with clean final reports.

According to the timing report, the critical path is launched from hour[0]$_SDFFCE_PN0P_. The share of synthesized area occupied by flip-flops and latches stands at 38.5%. After global routing the overflow that remains totals 0. Synthesis instantiated 65 different standard cells from the library. The routed design ends up with an antenna cell count of 0. The critical path's slowest stage uses the library cell sky130_fd_sc_hd__edfxtp_1. In this run the full chip footprint comes out at 13700 sq um. Of the post-synthesis cell area, the part taken by muxes is 5.44%. The final layout reports a setup TNS of 0 ns. The pin slew with the least headroom to its limit stands at 0.717 ns. By startpoint and endpoint, the worst setup path is classified as flop to flop. The count of state elements after synthesis stands at 51. The critical path ends at current_A[4]$_DFFE_PP_. The signal on the critical path passes through ha_1, or2_2, a21o_1, o21a_2, inv_1, ha_2, o211ai_1, buf_4, o31a_2, nor2_1, nor2_1, ha_1, a21o_1, a21o_1, a21oi_2, inv_1, a221o_1, and4_4, mux2_4.

The number of clock sinks seen by CTS stands at 51. The post-route worst setup slack stands at 0.289 ns. The via count of the first global-routing pass stands at 2859. In this run the critical register-to-register path is launched from hour[0]$_SDFFCE_PN0P_. The number of antenna violations at the first check in global routing came to 0. In the Yosys report the total cell count is 394.

The number of max-cap violations stands at 0. Among all stages on the critical path, the maximum delay recorded is 0.48 ns. Dividing the detail-routed wire length by the instance count gives 13.1 um. The total wirelength of the detailed-routed design stands at 8130 um. The worst setup path is launched from a flop. The HPWL after detailed placement is 6110 um. Checking hold timing, the worst path is listed with class flop to flop. The routed layout has 3098 vias. TritonCTS built the clock tree. The post-cts hold buffer count stands at 0. Yosys printed 21 warnings. Summing over the stages, the warning tally comes to 37. Data on the critical path arrives at its endpoint at 4.44 ns. The number of enable flip-flop cells stands at 51. The post-synthesis share of cell area spent on xor and xnor gates stands at 6.04%.

Summed over all cells, the static leakage comes to 1.85 nW. The area fraction in and, or, nand and nor cells after synthesis stands at 13.6%. Entering global routing, the biggest net connects 22 pins. The count of buffers inserted at the top-level ports stands at 40. The detailed router finished its first iteration with 180 violations.

The first-pass iteration count of the detailed router stands at 4. The layout overhead on the synthesized area stands at 22.8%. The congestion estimate from routability-driven global placement came to 0.871. The count of final max-slew check failures stands at 0.
cell usage after synthesis (all sizes together), types with 5 or more instances:
master and number:
nor2 29, mux2i 16, o21a 5, buf 14, nor3 8, clkbuf 6
nand2b 5, ha 31, xnor2 12, nand3 11, a211oi 13, xor2 12
o211ai 6, a21oi 17, nand2 26, o21ai 23, edfxtp 51, a21o 11
inv 26, nand4 5, nor4 6
routing by layer:
layer / share of wire [%] / global-route usage [%] / routed length [um] / up-vias
met4: 0.70 / 1.35 / 57 / 0
met5: 0 / 0 / 0 / -
met2: 42 / 19.2 / 3430 / 71
met3: 4.6 / 2.46 / 374 / 6
li1: - / - / - / 1576
met1: 52 / 19.9 / 4260 / 1445
area by class of cell:
cell class	count	area, sq um
clock buffers	9	204
clock inverters	2	33.8
fillers	1200	7890
inverters	27	101
multi-input cells	300	2240
flip-flops and latches	51	1530
well taps	172	215
repair buffers	61	558
power groups by stage:
stage                 clock network [mW]  registers, mW  logic, mW
after CTS                          0.533          0.560      0.218
after global routing               0.550          0.563      0.249
final                              0.521          0.560      0.220
layout by cell type (no fill, tap or decap), types with 12 or more instances in the layout:
master | synthesis | layout
sky130_fd_sc_hd__xnor2_1 | 12 | 12
sky130_fd_sc_hd__clkdlybuf4s50_1 | 0 | 40
sky130_fd_sc_hd__edfxtp_1 | 51 | 51
sky130_fd_sc_hd__mux2i_1 | 16 | 16
sky130_fd_sc_hd__a21oi_1 | 16 | 15
sky130_fd_sc_hd__inv_1 | 26 | 25
sky130_fd_sc_hd__nand2_1 | 26 | 26
sky130_fd_sc_hd__o21ai_0 | 22 | 21
sky130_fd_sc_hd__buf_4 | 7 | 21
sky130_fd_sc_hd__ha_1 | 31 | 29
sky130_fd_sc_hd__nor2_1 | 29 | 29
per-stage QoR:
| stage | instances | utilization (%) | instance area, sq um | total power [mW] | hold slack, ns |
|---|---|---|---|---|---|
| floorplan | 398 | - | 3990 | 0.710 | 0.536 |
| global placement | 605 | 35.8 | 4580 | 0.780 | 0.603 |
| detailed placement | 605 | 35.8 | 4580 | 0.784 | 0.617 |
| CTS | 616 | 37.7 | 4820 | 1.31 | 0.613 |
| global route | 622 | 38.2 | 4880 | 1.36 | 0.635 |
| finish | 622 | 38.2 | 4880 | 1.30 | 0.614 |
state kept, by name, indices dropped and copies added (netlist names):
register,cells
am_pm,1
NEXT_RED_A_B,1
minute,6
hour,4
second,6
numOfCarsA,5
greenForB,1
current_B,7
remainingTime,7
greenForA,1
numOfCarsB,5
current_A,7
how the worst min path moves through the flow:
stage | start | cells past startpoint | to | slack, ns
5_1_grt | am_pm$_DFFE_PP_ | 1 | am_pm$_DFFE_PP_ | 0.63
4_1_cts | am_pm$_DFFE_PP_ | 1 | am_pm$_DFFE_PP_ | 0.61
6_report | am_pm$_DFFE_PP_ | 1 | am_pm$_DFFE_PP_ | 0.61
kinds of logic (layout without fill, tap and decap cells):
logic type                 count (synthesis)  in the layout
AOI/OAI and AO/OA                        108            108
and+or+nand+nor                          109            109
buffers and inverters                     47             99
muxes                                     20             20
DFF                                       51             51
adders and majority gates                 33             33
other                                      1              5
xor gates and xnor gates                  25             25
critical path, delay by kind of cell (launching register included):
kind                       cells  cell delay (ns)
buffers and inverters          3             0.34
muxes                          1             0.29
adders and majority gates      3             0.77
DFF                            1             0.48
and+or+nand+nor                4             0.63
AOI/OAI and AO/OA              8             1.66
timing repair:
action                                  in CTS  in global routing
resized                                      0                  8
buffers inserted                             0                  6
endpoints found under the setup margin       0                  4
Power and IR drop assume default switching activity.
